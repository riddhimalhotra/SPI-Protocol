===== ./design.v =====
`timescale 1ns / 1ps
module spi_m(
input clk, sdi, newd,
input [7:0] din,
output reg sdo,cs,
output sclk,
output  [7:0] dout
    );
 reg [7:0] dout_o = 0;
reg [1:0] scount = 0; 
reg sclk_t = 0;
always@(posedge clk)
begin
        if(scount < 3)
            begin
             scount <= scount + 1;
            end
        else
            begin
            scount <= 0;
            sclk_t   <= ~sclk_t;
            end
end    
reg [7:0] data_in = 0;
reg [3:0] count = 0;
typedef enum logic [1:0] {sample = 0, send = 1, waitt = 2} state_type;
state_type state = sample;
reg [7:0] din_t = 0;
always@(posedge sclk)
begin
case(state)
     sample : 
     begin
            if(newd == 1'b1) 
                 begin
                    din_t   <= din;
                    state   <= send;
                    count   <= 1;
                    cs      <= 1'b0;
                    sdo     <= din[0];
                 end
            else
                     begin
                     state <= sample;
                     cs <= 1'b1;
                     end
     end
     send : 
     begin
              if(count <= 7)
               begin
                 sdo <= din_t[count];
                 count <= count + 1;
               end
              else
                begin
                 count <= 0;
                 state <= waitt;
                 cs   <= 1'b0;
                end
     end
     waitt: begin
         if(count <= 7)
               begin
                 count <= count + 1;
               end
              else
                begin
                 count <= 0;
                 state <= sample;
                 cs   <= 1'b1;
                end
     end
endcase
end
reg [3:0] count_o = 0;  
typedef enum logic [1:0] {idle_o = 0, wait_o = 1, collect_o = 2} state_type_o;
state_type_o state_o = idle_o;
always@(posedge sclk)
  begin
  case(state_o)
idle_o: 
begin
        if(newd == 1'b1)
           state_o <= wait_o;
         else
           state_o <= idle_o;
end
wait_o: begin
       if(count_o <= 7)
        begin
        count_o <= count_o + 1;
        state_o <= wait_o;
        end
        else
        begin
         state_o <= collect_o;
         count_o <= 0;
        end
end  
collect_o: 
begin
         if(count_o <= 7)
               begin
                dout_o[count_o] <= sdi;
                count_o <= count_o + 1; 
                state_o   <= collect_o;
               end 
          else
               begin
                count_o    <= 0;
                state_o    <= idle_o;
               end
end
default: ;
endcase
end
assign sclk = sclk_t;
assign dout = ((count == 8) && (state == waitt)) ? dout_o : 8'h00;
endmodule
module spi_s(
input sclk, sdi , cs,
output reg sdo
    );
reg [7:0] data_in = 0;
reg [3:0] count = 0;
reg newd = 0;
reg [7:0] dout_t = 0;
typedef enum logic {idle = 0, collect = 1} state_type;
state_type state = idle;
always@(negedge sclk)
begin
case(state)
idle: 
begin
   newd <= 1'b0;
   if(cs == 1'b0)
   begin
    data_in[7:0] <= {sdi,data_in[7:1]};
    count <= 1;
    state <= collect;
  end
  else 
  begin
  state <= idle;
  end
end
collect: 
begin
           if(count <= 7)
                 begin
                 data_in[7:0] <= {sdi,data_in[7:1]};
                 state    <= collect;
                 count    <= count + 1;
                 end
           else 
                 begin
                 state <= idle;
                 count  <= 0;
                 newd <= 1'b1;
                 dout_t <= data_in;
                 end
end
default: state <= idle;
endcase
end 
reg [3:0] count_o = 0;  
typedef enum logic {idle_o = 0, send_o = 1} state_type_o;
state_type_o state_o = idle_o;
always@(negedge sclk)
  begin
  case(state_o)
idle_o: 
begin
        if(newd == 1'b1 && cs == 1'b0)
              begin 
               state_o   <= send_o;
               count_o   <= 1;
               sdo <= dout_t[0];
              end
         else
             begin
               state_o <= idle_o;  
             end
end  
send_o: 
begin
         if(count_o <= 7)
               begin
                sdo <= dout_t[count_o];
                count_o <= count_o + 1; 
                state_o   <= send_o;
               end 
          else
               begin
                count_o    <= 0;
                state_o    <= idle_o;
               end
end
default: ;
endcase
end
endmodule
module daisy_c
(
input clk, newd,
input [7:0] din,
output [7:0] dout
);
wire sdi, sdo ,sclk, cs;
spi_m  master (clk, sdi, newd, din, sdo, cs, sclk, dout);
spi_s slave   (sclk, sdo, cs, sdi );
endmodule

===== ./run.sh =====
#!/bin/bash
# OpenROAD 26Q1-2900-gdf79404cd8, Yosys 0.63+post, stock flow scripts
make -C /OpenROAD-flow-scripts/flow DESIGN_CONFIG=/design/flow/config.mk WORK_HOME=/design/flow/orfs finish

===== ./config.mk =====
export PLATFORM = sky130hd
export DESIGN_NAME = daisy_c
export DESIGN_NICKNAME = daisy_c
export VERILOG_FILES = /design/flow/design.v
export SDC_FILE = /design/flow/constraint.sdc
export NUM_CORES = 4
export LEC_CHECK = 1
export CORE_UTILIZATION = 50

===== ./constraint.sdc =====
current_design daisy_c

set clk_period 2.5
set clk_io_pct 0.2

create_clock -name clk0 -period $clk_period [get_ports {clk}]

set non_clock_inputs [all_inputs -no_clocks]
set_input_delay [expr $clk_period * $clk_io_pct] -clock clk0 $non_clock_inputs
set_output_delay [expr $clk_period * $clk_io_pct] -clock clk0 [all_outputs]

==> CHANGELOG.md <==
## Implementation

* Status: completed
* Crit path kind: flip-flop to flip-flop
* Max-Cap Viols at 0
* CTS resizes at 0
* Overall Power at 217.7 uW
* DP Wirelength at 3188 um
* Critical Path RT at 2440 ps
* Startpoint Class: flip-flop
* CP Data Arrival Time at 1080 ps
* Core ar. at between 5000 and 6000 sq um
* DRT Pass-1 Iters at 4
* Syn Std Cell Area at 2864 sq um
* Cell Type Count at 37
* Gr usage total at 16.98%
* Die height at roughly 80 um
* Largest net degree at the start of global routing at 32
* Worst path slowest cell: edfxtp_1
* Vias per cell at 5.313
* Final WL at 4207 um
* Buf+Inv Stages, Crit Path at 3
* Starting DRC count in detailed routing at 69
* P&R area growth vs syn at 11.05%
* Worst r2r src: master.sclk_t
* Fp_density at a little over half
* Worst slew pin tran at between 700 and 800 ps
* Chip Area, Yosys at 2864 sq um
* Fin crit period at about 1100 ps
* Post-CTS setup buffers at 0
* Rel. slew slack at 51.70%
* Die width at 77.69 um
* I/O Pins at 18
* P_leak at about 1.2 nW
* Class of the worst hold path: flip-flop to flip-flop
* Clk root buf: clkbuf_8
* Reg clk slew, reported paths at 30 ps
* Setup Skew at 0.6913 ps
* Ys flops at 61
* Port buffer count at 17
* Final setup TNS at 0 ps
* RSZ-0062 raised after global routing: false
* CTS Hold Bufs at 0
* Cells after synthesis at 210
* Final Max Tran Viols at 0
* H-Tree Depth at 1
* Fmax at 878.1 MHz
* First-pass GRT wire length at 7596 um
* Critical Path Source: master.sclk_t
* OpenROAD warning count at 35
* Total grt overflow at 0
* Vias in the first global route at 1671
* Die footprint at between 6000 and 7000 sq um
* Layout cells sized above 1 at 8.621%
* Hold path startpoint: master.scount[0]
* Routed via count at 1615
* Final Cycle Share at 45.55%
* Routability cong. at approximately 0.84
* Fill cell total of the finished layout at approximately 420
* Final Util at approximately 58%
* CP max stage delay at 310 ps
* Initial antenna violation count at 0
* Ant diodes at 0
* Critical path peak fanout at 31
* Worst path cell trace: buf_4 > inv_1 > buf_4
* Register area share after synthesis at 62.56%
* Setup-failing EPs final at 0
* Clk latency of the worst-skew pair at 220 ps
* Number of CTS-inserted buffers at 3
* PwrDens at 68.44 nW/um^2
* CTS tree: built
* Number of standard cells reported by yosys at approximately 210
* Final ANT Viol Nets at 0
* DRC violations left at 0
* Register pins left without a clock at 58
* Clock buffer depth at 2
* Synth Area per Inst at 13.64 sq um
* Worst path top cell family by delay: buffers and inverters
* Peak supply drop at 216.1 uV
* Row Count at 27
* Fin. Hold Viols at 0
* Endpoints left unconstrained at 122
* Crit end category: flip-flop
* Syn. warnings at 2
* Post-synth EDFFs at 57
* Routed len/inst at 13.84 um
* Most common cell on crit path: buf_4
* Dominant register cell: edfxtp_1
* Commonest Layout Cell: edfxtp_1
* Most frequent cells in the layout: edfxtp_1, nor2_1, ha_1, clkdlybuf4s50_1, inv_1
* Async S/R FF share, synth at 0%
## kinds of logic (layout without fill, tap and decap cells)
| group | Yosys count | after routing | share of synthesized area [%] |
|---|---|---|---|
| DFF | 61 | 61 | 62.56 |
| AOI/OAI and AO/OA | 27 | 27 | 6.990 |
| and+or+nand+nor | 75 | 75 | 14.68 |
| xor gates and xnor gates | 4 | 4 | 1.223 |
| adders and majority gates | 17 | 17 | 7.427 |
| muxes | 8 | 8 | 4.631 |
| buffers and inverters | 18 | 40 | 2.490 |
## cell usage after synthesis (2+ instances only)
cell | instances | area share [%]
edfxtp_1 | 57 | 60
nor2_1 | 21 | 2.8
ha_1 | 17 | 7.4
inv_1 | 16 | 2.1
and2_1 | 11 | 2.4
nand2b_1 | 10 | 2.2
nand2_1 | 9 | 1.2
nand3_1 | 8 | 1.4
o21ai_0 | 7 | 1.2
a21oi_1 | 4 | 0.70
dfxtp_1 | 4 | 2.8
mux4_2 | 4 | 3.1
nor2b_1 | 4 | 0.87
xnor2_1 | 4 | 1.2
nor3b_1 | 3 | 0.79
o221ai_1 | 3 | 0.92
o22ai_1 | 3 | 0.66
a21boi_0 | 2 | 0.52
mux2_2 | 2 | 0.79
mux2i_1 | 2 | 0.70
nand3b_1 | 2 | 0.52
o211ai_1 | 2 | 0.52
## metal layers
layer / vias to the layer above / track usage [%] / share of wire (%) / wire [um]
li1: 798 / - / - / -
met1: 770 / 31.27 / 49 / 2059
met2: 43 / 26.11 / 47 / 1977
met3: 4 / 1.673 / 3.2 / 135
met4: 0 / 1.698 / 0.81 / 34
met5: - / 0 / 0 / 0
## power breakdown
part | switching [mW] | internal (mW)
Clock | 0.0359 | 0.109
Sequential | 0 | 0.0543
Combinational | 0.00518 | 0.0132
## final cells by class
type                       instances  area, sq um  share of cell area (%)
sequential                        61         1792                   56.33
multi-input combinational        131         1001                   31.47
timing repair buffer              20        192.7                   6.058
tap                               72        90.09                   2.832
inverter                          16        60.06                   1.888
clock buffer                       4        45.04                   1.416
## worst reg2reg max path: stages (launching register included)
cell,delay (ps)
edfxtp_1,310
buf_4,260
inv_1,70
buf_4,210
## per-stage QoR
step | std cells | hold WS [ps] | setup slack (ps) | instance area (sq um)
2_1_floorplan | 210 | 399.2 | 1144 | 2864
3_3_place_gp | 300 | 409.0 | 1384 | 3136
3_5_place_dp | 300 | 422.9 | 1358 | 3136
4_1_cts | 304 | 432.9 | 1347 | 3181
5_1_grt | 304 | 456.8 | 1278 | 3181
6_report | 304 | 431.0 | 1361 | 3181
## state kept, by name (all words and copies together) (netlist names)
signal          count
slave.dout_t        8
slave.data_in       8
master.dout_o       8
master.state        2
slave.count_o       4
slave.newd          1
master.cs           1
master.din_t        8
slave.state_o       1
master.state_o      2
slave.state         1
slave.sdo           1
master.count_o      4
slave.count         4
master.count        4
master.sdo          1
master.sclk_t       1
master.scount       2
## path summary, 6_finish.rpt
check | slack [ps] | cells after the start | end
hold / removal | 430 | 1 | master.scount[0]
setup / recovery | 1360 | 3 | master.sclk_t
setup reg to reg | 1360 | 3 | master.sclk_t
hold reg to reg | 430 | 1 | master.scount[0]
Power is estimated from default activity; no workload was simulated.
